==> flow/design.v <==
module display(
  input wire clk,
  input wire rst,
  input wire[31:0] data,
  input wire data_en,
  output reg[7:0] led_en,
  output reg[7:0] led_cx
);
reg[31:0] cnt;
reg[4:0] cx;
reg[31:0] mydata;
parameter T = 32'd199999; 
parameter n0=8'b1_1000000,n1=8'b1_1111001,n2=8'b1_0100100,n3=8'b1_0110000,n4=8'b1_0011001,
n5=8'b1_0010010,n6=8'b1_0000010,n7=8'b1_1111000,n8=8'b1_0000000,n9=8'b1_0011000,n10=8'b1_0001000,n11=8'b1_0000011,n12=8'b1_0100111,n13=8'b1_0100001,n14=8'b1_0000110,n15=8'b1_0001110;
always @(posedge clk or posedge rst) begin
  if(rst) mydata<=0;
  else if(data_en) mydata<=data;
  else mydata<=mydata;
end
always @(posedge clk or posedge rst) begin 
  if(rst) cnt<=0;
  else if(cnt == T) cnt <= 0;
  else cnt <= cnt + 1'd1;
end
always @(posedge clk or posedge rst) begin
  if(rst) led_en<=8'b1111_1111;
  else if(led_en == 8'b1111_1111) led_en<=8'b1111_1110;
  else if(cnt == T) led_en<={led_en[6:0], led_en[7]}; 
  else  led_en <=led_en;
end
always @(led_en) begin
  case(led_en)
    8'b1111_1110:cx = mydata[0]+mydata[1]*2+mydata[2]*4+mydata[3]*8;   
    8'b1111_1101:cx = mydata[4]+mydata[5]*2+mydata[6]*4+mydata[7]*8;
    8'b1111_1011:cx = mydata[8]+mydata[9]*2+mydata[10]*4+mydata[11]*8;
    8'b1111_0111:cx = mydata[12]+mydata[13]*2+mydata[14]*4+mydata[15]*8;
    8'b1110_1111:cx = mydata[16]+mydata[17]*2+mydata[18]*4+mydata[19]*8;
    8'b1101_1111:cx = mydata[20]+mydata[21]*2+mydata[22]*4+mydata[23]*8;
    8'b1011_1111:cx = mydata[24]+mydata[25]*2+mydata[26]*4+mydata[27]*8;
    8'b0111_1111:cx = mydata[28]+mydata[29]*2+mydata[30]*4+mydata[31]*8;
    default:cx=5'd0;
  endcase
end
always @(*) begin
  case(cx)
    5'd0:led_cx=n0;
    5'd1:led_cx=n1;
    5'd2:led_cx=n2;
    5'd3:led_cx=n3;
    5'd4:led_cx=n4;
    5'd5:led_cx=n5;
    5'd6:led_cx=n6;
    5'd7:led_cx=n7;
    5'd8:led_cx=n8;
    5'd9:led_cx=n9;
    5'd10:led_cx=n10;
    5'd11:led_cx=n11;
    5'd12:led_cx=n12;
    5'd13:led_cx=n13;
    5'd14:led_cx=n14;
    5'd15:led_cx=n15;
    default:led_cx=n0;
  endcase
end
endmodule
==> flow/run.sh <==
#!/bin/bash
# OpenROAD 26Q1-2900-gdf79404cd8, Yosys 0.63+post, stock flow scripts
make -C /OpenROAD-flow-scripts/flow DESIGN_CONFIG=/design/flow/config.mk WORK_HOME=/design/flow/orfs finish
==> flow/config.mk <==
export PLATFORM = sky130hd
export DESIGN_NAME = display
export DESIGN_NICKNAME = display
export VERILOG_FILES = /design/flow/design.v
export SDC_FILE = /design/flow/constraint.sdc
export NUM_CORES = 4
export LEC_CHECK = 1
export CORE_UTILIZATION = 30
==> flow/constraint.sdc <==
current_design display

set clk_period 7.0
set clk_io_pct 0.2

create_clock -name clk0 -period $clk_period [get_ports {clk}]

set non_clock_inputs [all_inputs -no_clocks]
set_input_delay [expr $clk_period * $clk_io_pct] -clock clk0 $non_clock_inputs
set_output_delay [expr $clk_period * $clk_io_pct] -clock clk0 [all_outputs]
==> run notes <==
Implementation summary

The flow ran to the end, but the final reports show violations. The final number of setup-violating endpoints is 0. The count of hold buffers inserted by post-cts repair is 0.

In this run the core area contains 39 standard-cell rows. The mean area per synthesized cell is 11.5 µm². The quantity of I/O buffers inserted on ports is 49. The worst path arrival time is 3510 ps. The internal power is 0.790 mW. The required time at the endpoint of the critical path is 5600 ps. The run reported a max-capacitance violation count of 0. Switching power as a fraction of the total was reported as 0.199. After synthesis the cells add up to 0.00360 mm². Setup repair after global routing left no endpoint under its margin.

The die area is 0.0124 mm². The layout summary lists the proportion of cells stronger than drive strength 1 as 0.194. The placement-stage worst setup slack is 2480 ps. Per the OpenROAD floorplan log, the area of the core is 0.0116 mm². In the post-route report, total wirelength is listed as 7.56 mm. Post-CTS repair ended up resizing 0 cells. The most common logic cell in the final layout is sky130_fd_sc_hd__dfrtp_1. The number of ports placed on the die boundary is 51. The kind of start point of the critical path is a flip-flop. The proportion of netlist area held by the largest area contributor is 0.445. The count of tool warnings is 30. The biggest fanout along the worst timing path is 9. The all-layer global routing usage is 0.136. The share of flip-flops with an asynchronous set or reset is 1.00.

Per STA, the worst path is made up of nand4_4 -> nor4_1 -> a222oi_1 -> nand3_1 -> inv_1 -> ha_1 -> nor2_1 -> mux2_1 -> o21ai_1 -> clkdlybuf4s50_1. The count of buffer and inverter cells on the critical path is 2. The tally of filler cells in the layout is 1,082.

The kind of cell with the highest combined delay along the critical path is simple AND/OR/NAND/NOR gates. Dividing the detail-routed wire length by the instance count gives 14.7 µm. STA classifies the critical path endpoint as an output pin.

After its last routability iteration, the placer logged a weighted congestion of 0.862. The net switching power is 0.197 mW. Per the OpenROAD power report, leakage power amounts to 1.93 nW.

The total overflow reported by the global router is 0. The die is 112 µm wide. The clock tree root driver cell is sky130_fd_sc_hd__clkbuf_16. At the pin with the least slew margin, the transition time is 659 ps. TritonRoute reported its final design rule violation total as 7. Of the total power, the clock network draws 0.494. In this run the remaining antenna-violating nets after routing total 0. The first global-routing pass estimated 13.2 mm of wire. The number of global-route vias before repair came to 2,523.

By area the synthesized netlist is led by sky130_fd_sc_hd__dfrtp_1 45%, sky130_fd_sc_hd__mux2_2 10%, sky130_fd_sc_hd__dfstp_2 5.8%. Per the final report, max-transition violations number 0. The script logs the ratio of routed vias to standard cells as 4.86. The buffers inserted during post-CTS setup optimization is 0. The synthesis report lists the Yosys warning total as 1. The H-tree depth reported by CTS is 3. The share of power burned in registers is 0.454. Per the run report, area growth between synthesis and finish was 27.1%. The maximum cell stage delay along the critical path is 630 ps. The sequential-to-total area share from yosys stat is 0.503.

The peak clock frequency supported by timing is 0.204 GHz. IR analysis of the VDD net gives a maximum drop of 154 µV. The tightest slew margin relative to the limit is 0.560.

The chip area estimate from yosys synthesis is 0.00360 mm². Counting every sink on the clock net gives 72. Counting I/O delays and the setup requirement, the final critical path takes 4910 ps. The cell with the largest stage delay on the worst path is sky130_fd_sc_hd__dfstp_2. The first-pass iteration count of the detailed router is 47. The type of the setup path with the least slack is flip-flop to output pin. Per the detail_route report, the via count comes to 2,501. Entering global routing, the biggest net connects 41 pins.

The critical path in the final layout is reported with a setup slack of 2090 ps. The number of enable flip-flop cells is 0. The power report attributes to the combinational group a share of 0.052. The number of cells reported by Yosys stat comes to 314. For the final database, setup skew stands at 5.23 ps. Looking at the cell usage after synthesis, the top flip-flop cell is sky130_fd_sc_hd__dfrtp_1. The clock latency at the later pin of the worst-skew pair is 330 ps. The final-report hold violation count is 0. In this run the deepest clock path goes through 2 buffers. The cell area power density is 216 mW/mm². The detailed router finished its first iteration with 125 violations. In this run, synthesis produced a sequential element count of 72. The effective utilization at floorplan is 0.311. The final-layout setup total negative slack is 0 ps. In the layout the commonest cells are 64 x sky130_fd_sc_hd__dfrtp_1, 49 x sky130_fd_sc_hd__clkdlybuf4s50_1, 32 x sky130_fd_sc_hd__mux2_2. According to the floorplan report, the die height is 112 µm.

The timing report gives the clock slew at the launch and capture registers of the worst setup and hold paths as 50 ps. The synthesized design spends more area on one cell type than any other, namely sky130_fd_sc_hd__dfrtp_1. In the finished design, the share of the clock period the worst path needs comes to 0.701. The checks that failed: design-rule violations. Counting the buffers created by CTS gives 9. 0 antenna diodes ended up in the layout. TritonCTS built the clock tree. The gate-level netlist out of Yosys references 50 unique cell types.

The synthesized instance count is 314. For this run the detailed placement stage logged an HPWL of 5.41 mm. Note that the worst hold path type here is flip-flop to flip-flop. The initial antenna violation count is 0.
==> worst paths after layout <==
path / slack, ps / depth (start not counted) / start / endpoint
worst max-delay path: 2090 / 10 / led_en[4] / led_cx[3]
worst min-delay path: 480 / 1 / cnt[31] / cnt[31]
worst max register to register: 4870 / 8 / cnt[0] / led_en[4]
worst min register to register: 480 / 1 / cnt[31] / cnt[31]
max in group asynchronous: 4550 / 3 / rst / led_en[1]
min in group asynchronous: 1490 / 2 / rst / cnt[22]
==> synth_stat cells, types with 4 or more instances <==
master and n:
sky130_fd_sc_hd__dfrtp_1 64, sky130_fd_sc_hd__mux2_2 32, sky130_fd_sc_hd__nand2_1 29, sky130_fd_sc_hd__nor2_1 24
sky130_fd_sc_hd__xor2_1 17, sky130_fd_sc_hd__xnor2_1 12, sky130_fd_sc_hd__nand3_1 11, sky130_fd_sc_hd__nor4_1 9
sky130_fd_sc_hd__dfstp_2 8, sky130_fd_sc_hd__ha_1 7, sky130_fd_sc_hd__nand3b_1 7, sky130_fd_sc_hd__inv_1 6
sky130_fd_sc_hd__mux2_1 6, sky130_fd_sc_hd__mux2i_1 6, sky130_fd_sc_hd__nand4_1 5, sky130_fd_sc_hd__o21ai_0 5
sky130_fd_sc_hd__a22o_1 4, sky130_fd_sc_hd__a22oi_1 4, sky130_fd_sc_hd__buf_1 4, sky130_fd_sc_hd__clkbuf_1 4
sky130_fd_sc_hd__nor2b_1 4, sky130_fd_sc_hd__nor3_1 4
==> worst register-to-register path, cell delays in order (launching register included) <==
cell and delay [ps]:
sky130_fd_sc_hd__dfrtp_1 380, sky130_fd_sc_hd__ha_1 190, sky130_fd_sc_hd__nand3_1 260, sky130_fd_sc_hd__nor2_1 310, sky130_fd_sc_hd__nand4_1 140, sky130_fd_sc_hd__nor2_1 110, sky130_fd_sc_hd__buf_4 260, sky130_fd_sc_hd__nor2_1 90
sky130_fd_sc_hd__mux2_1 310
==> power by group through the flow <==
stage                 Combinational (mW)  Sequential [mW]  Clock [mW]
after CTS                         0.0534            0.449       0.501
after global routing              0.0580            0.450       0.521
final                             0.0517            0.448       0.487
==> state kept, by name, indices dropped and copies added, names as in the netlist <==
signal and count:
led_en 8, mydata 32, cnt 32
==> routing by layer <==
| metal | wire length, µm | track usage | share of wire | vias up |
|---|---|---|---|---|
| met5 | 0 | 0 | 0 | - |
| met4 | 49 | 0.00991 | 0.0065 | 0 |
| met3 | 498 | 0.0460 | 0.066 | 6 |
| met2 | 3530 | 0.213 | 0.47 | 46 |
| met1 | 3480 | 0.197 | 0.46 | 1205 |
| li1 | - | - | - | 1244 |
==> metrics by stage <==
step / std cells / hold slack [ps] / util / total power [mW] / area (µm²)
after global routing: 515 / 519 / 0.395 / 1.03 / 4570
final: 515 / 476 / 0.395 / 0.987 / 4570
after CTS: 515 / 482 / 0.395 / 1.00 / 4570
after floorplan: 314 / 447 / - / 0.478 / 3600
after global placement: 499 / 462 / 0.368 / 0.509 / 4250
after detailed placement: 499 / 472 / 0.368 / 0.508 / 4250
==> cell type report <==
type                    count  area [µm²]  area share
flip-flops and latches     72        1810       0.396
repair buffers             53         520       0.114
well taps                 143         179      0.0391
inverters                   7        26.3     0.00575
multi-input cells         224        1710       0.375
clock buffers              11         243      0.0531
clock inverters             5        78.8      0.0172
==> logic make-up after synthesis <==
group	share of synthesized area
adder cells (fa/ha/maj)	0.0243
buffers and inverters	0.0205
AND-OR/OR-AND	0.0619
AND/OR/NAND/NOR	0.178
flip-flops	0.503
other	0.00104
multiplexers	0.140
XOR/XNOR	0.0706
No activity file was given, so power comes from the tool's default toggle rates.
