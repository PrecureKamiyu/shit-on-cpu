==> design.v <==
module leds(
  input wire rst,
  input wire[31:0] data,
  input wire data_en,
  output reg[23:0] led
);
reg[31:0] mydata;
always @(*) begin
  if(rst) mydata=0;
  else if(data_en) mydata=data;
end
always @(*) begin
  if(rst) led=0;
  else led=mydata[23:0];
end
endmodule
==> run.sh <==
#!/bin/bash
# OpenROAD 26Q1-2900-gdf79404cd8, Yosys 0.63+post, stock flow scripts
make -C /OpenROAD-flow-scripts/flow DESIGN_CONFIG=/design/flow/config.mk WORK_HOME=/design/flow/orfs finish
==> config.mk <==
export PLATFORM = sky130hd
export DESIGN_NAME = leds
export DESIGN_NICKNAME = leds
export VERILOG_FILES = /design/flow/design.v
export SDC_FILE = /design/flow/constraint.sdc
export NUM_CORES = 4
export LEC_CHECK = 1
export CORE_AREA = 10 10 81 81
export DIE_AREA = 0 0 91 91
==> constraint.sdc <==
current_design leds

set clk_period 1.0
set clk_io_pct 0.2

create_clock -name clk0 -period $clk_period

set non_clock_inputs [all_inputs -no_clocks]
set_input_delay [expr $clk_period * $clk_io_pct] -clock clk0 $non_clock_inputs
set_output_delay [expr $clk_period * $clk_io_pct] -clock clk0 [all_outputs]
==> flow_summary.yaml <==
# implementation run metrics
die:
  design.core.area_um2: 4820
  io_pins: 58
  dieHeight_um: 91
  die_area_um2: 8280
  fp_util: 0.146
  row_count: 25
  die_width_um: 91
grt:
  grt_max_degree: 15
  grt_pass1_vias: 715
  grt_antenna_before_repair: 0
  overflow: 0
  grt_pass1_wl_um: 3560
  grt_usage: 0.0509
sta:
  final_max_slew_viol_count: 0
  min_period_ps: 1060
  setup_slack_ps: -60.9
  tightestPinTransition_ps: 566
  achievable-frequency_ghz: 0.943
  fraction_of_the_cycle_the_final_worst_path_needs: 1.06
  timing.hold.ws_ps: 839
  setup_violations: 3
  rsz0062_at_grt: "yes"
  slew-limit-headroom: 0.621
  unconstrained_endpoints: 24
  count_of_unclocked_register_or_latch_pins: 24
  finalHoldViolations: 0
logic_synthesis:
  logic_family: "simple AND/OR/NAND/NOR gates"
  yosysUniqueCellTypes: 5
  syn-mean-instance-area_um2: 9.00
  largest_area_cell: "dlxtn_1"
  synthesis.instances: 78
  topCellsByArea: "dlxtn_1 (51%), nor2b_1 (43%), buf_6 (3.2%), buf_2 (2.1%), nor2_1 (0.53%)"
  synthesis.yosys.warnings: 1
  top_cell: "nor2b_1"
  ys_ff: 24
  asyncSetResetFlopFracSynth: 0
  synth_compound_gate_area_share: 0
  ys_cells: 78
  post_synth_mux_area_share: 0
  synth.cell_area_um2: 702
  area_fraction_in_and_or_nand_and_nor_cells_after_synthesis: 0.433
  yosys.area_share.adder: 0
  synth_largest_type_area_fraction: 0.513
  yosys_chip_area_um2: 702
  ys_sh_xor: 0
  synthTopCellsByCount: "nor2b_1 (48), dlxtn_1 (24), buf_2 (3)"
  flop_cell: "dlxtn_1"
  synth-edff-count: 0
flow_run:
  warning_count: 42
  drv_cap: 0
outcome:
  run_status: "complete, but fails checks"
  violated_checks: "negative setup slack"
pwr:
  p_int_uw: 267
  sw_frac_of_total: 0.252
  combinational_group_share_of_total_power: 0.836
  design_power_total_uw: 357
  sequentialPowerShare: 0.164
  power.share.clock: 0
  worst_ir_drop_vdd_mv: 0.108
  power.static_leakage_nw: 0.677
  total_switching_power_uw: 89.9
  power_density_nw_per_um2: 253
drt:
  post_drt_wl_per_cell_um: 10.7
  count_of_antenna_diodes_in_the_layout: 0
  initialDrtViolationCount: 6
  drt_wl_total_um: 2200
  vias_per_cell: 3.24
  remaining_drc_errors: 0
  vias: 668
  final_antenna_net_count: 0
  drt-pass1-iter-count: 2
worst_setup_path:
  critPathTopFamily: "buffers and inverters"
  cp_common_cell: "buf_8"
  cp-end-kind: "output pin"
  timing.critical_path.cells: "buf_8, buf_12, buf_8, buf_6, nor2b_1, buf_2"
  timing.critical_path.slowest_cell_delay_ps: 120
  crit_path_start_kind: "input pin"
  worst_ep_arrival_time_ps: 860
  endpoint_required_time_on_the_critical_path_ps: 800
  crit_path_top_delay_cell: "buf_12"
  critPathMaxFanout: 4
  critical_path_buf_inv_count: 5
  setup.worst_path.class: "input pin to output pin"
placement:
  routabilityCongestion: 0.642
  buffer_ports.inserted: 50
  post_place_instance_area_um2: 1310
  dp.cells: 195
finish:
  area_growth_pct: 101
  stdcell_count: 206
  drive_above_1_share: 0.259
  largest_reg_flops: 24
  finalInstanceArea_um2: 1410
hold_path:
  holdPathEnd: "led[16]"
  hold_start: "rst"
  min_path_cells: 5
  hp-class: "input pin to output pin"
-- power groups by stage --
stage | combinational (mW) | clock [mW] | sequential [mW]
4_1_cts | 0.299 | 0 | 0.0588
5_1_grt | 0.329 | 0 | 0.0600
6_report | 0.299 | 0 | 0.0588
-- cell families after synthesis --
group,count (synthesis)
simple gates,49
buf+inv,5
latches,24
-- what timing repair did --
item | 4_1_cts | 5_1_grt
hold endpoints to repair | 0 | 0
hold buffers | 0 | 0
setup endpoints to repair | 24 | 7
setup buffers | 9 | 1
resized | 62 | 5
gates cloned | 1 | 0
-- per-stage QoR --
step	worst slack (ps)	utilization	TNS, ps
3_3_place_gp	-323	0.271	-6670
4_1_cts	-81.1	0.288	-217
5_1_grt	-113	0.294	-292
3_5_place_dp	-315	0.271	-6740
2_1_floorplan	386	-	0
6_report	-60.9	0.294	-172
-- placed cells by master, fill, tap and decap left out, drive strengths merged --
cell type,count
nor2b,48
buf,28
clkdlybuf4s50,25
dlxtn,24
dlygate4sd2,12
nor2,1
bufbuf,1
-- worst min-delay path, cell delays in order --
cell and delay [ps]:
buf_8 90, buf_12 100, buf_8 110, nor2b_4 30
buf_2 100
-- layer usage --
metal | part of all wire | vias up | wire (um) | global-route usage
li1 | - | 353 | - | -
met1 | 0.39 | 288 | 859 | 0.0570
met2 | 0.50 | 27 | 1100 | 0.0937
met3 | 0.11 | 0 | 248 | 0.0207
met4 | 0 | 0 | 0 | 0
met5 | 0 | - | 0 | 0
-- area by class of cell --
| class | count | area, um2 |
|---|---|---|
| multi-input combinational | 49 | 347 |
| tap | 67 | 83.8 |
| fill | 522 | 3400 |
| timing repair buffer | 66 | 623 |
| sequential | 24 | 360 |
-- worst max path at each step --
stage	cells after the start	endpoint	slack [ps]	from
4_1_cts	6	led[11]	-80	rst
5_1_grt	6	led[11]	-110	rst
6_report	6	led[11]	-60	rst
No activity file was given, so power comes from the tool's default toggle rates.
